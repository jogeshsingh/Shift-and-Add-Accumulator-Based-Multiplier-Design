**design/flow/run.sh**
```bash
#!/bin/bash
# OpenROAD 26Q1-2900-gdf79404cd8, Yosys 0.63+post, stock flow scripts
make -C /OpenROAD-flow-scripts/flow DESIGN_CONFIG=/design/flow/config.mk WORK_HOME=/design/flow/orfs finish
```
**design/flow/config.mk**
```make
export PLATFORM = sky130hd
export DESIGN_NAME = TOP_Data_control
export DESIGN_NICKNAME = TOP_Data_control
export VERILOG_FILES = /design/flow/design.v
export SDC_FILE = /design/flow/constraint.sdc
export NUM_CORES = 4
export LEC_CHECK = 1
export CORE_AREA = 10 10 98 98
export DIE_AREA = 0 0 108 108
```
**design/flow/constraint.sdc**
```tcl
current_design TOP_Data_control

set clk_period 2.7
set clk_io_pct 0.2

create_clock -name clk0 -period $clk_period [get_ports {i_clk}]

set non_clock_inputs [all_inputs -no_clocks]
set_input_delay [expr $clk_period * $clk_io_pct] -clock clk0 $non_clock_inputs
set_output_delay [expr $clk_period * $clk_io_pct] -clock clk0 [all_outputs]
```
**design/flow/design.v**
```verilog
`timescale 1ns / 1ps
module ADD_B_ACC(
b_in , acc_in , sum , c_o 
    );
 input [8-1:0] b_in ;
 input [8-1:0] acc_in ;
 output [8-1:0] sum ;
 output c_o ;
 assign {c_o , sum } = b_in + acc_in ;
endmodule
`timescale 1ns / 1ps
module Controller(
i_clk  , load_ACC , load_B , load_A ,
 shift_A_reg , clr_ACC_reg , Lsb_out  , Msb_out,sel_SUM ,
A_out, start , done , p_STATE
);
input i_clk ;
input start ;
input A_out ;
output load_ACC ;
output load_B ;
output load_A ;
output shift_A_reg ;
output clr_ACC_reg ;
output done ;
output Lsb_out ;
output Msb_out ;
output sel_SUM ;
output reg [3:0] p_STATE ;       
reg [8:0] CV ;    
assign load_A      =  CV[8] ;
assign load_ACC    =  CV[7] ;
assign load_B      =  CV[6] ;
assign clr_ACC_reg =  CV[5] ;
assign shift_A_reg =  CV[4] ;
assign Lsb_out     =  CV[3] ;
assign Msb_out     =  CV[2] ;
assign sel_SUM     =  CV[1] ;
assign done        =  CV[0] ;
always @ (posedge i_clk)
  begin
   case (p_STATE )
   4'b0000 : begin
    if (start)
              p_STATE <= 4'b0001 ;
               else
               p_STATE <= 4'b0000 ;
               end
   4'b0001 : begin
               p_STATE <= 4'b0010 ;
               end
    4'b0010 , 4'b0011, 4'b0100, 4'b0101, 4'b0110, 4'b0111, 4'b1000  : begin                         
                                     p_STATE <= p_STATE + 1'b1 ;
                                      end 
    4'b1010 : begin
                p_STATE <= 4'b1011 ;
                end  
    4'b1011 : begin
                 p_STATE <= 4'b0000 ;
                  end 
          default : begin
                      p_STATE <= 4'b0000 ;
                      end          
                  endcase 
                   end    
       always @ (p_STATE or A_out or start )
        begin
         case (p_STATE)
        4'b0000 : begin 
                 if (start==1'b0)
                   CV   = 9'b00000_0001 ;         
                   else 
                   CV = 9'b11010_0000;              
                   end
         4'b0001 : begin   
                     CV = 9'b00100_0000;             
                     end 
 4'b0010 , 4'b0011 , 4'b0100 , 4'b0101 , 4'b0110  , 4'b0111 , 4'b1000 , 4'b1001 : begin 
                                                  if (A_out) 
                                                  CV = 9'b01001_0010;     
                                                  else
                                                  CV = 9'b01001_0000;     
                                                  end 
          4'b1010 : begin
                     CV = 9'b00000_1000;                
                      end                                                                                              
           4'b1011 : begin 
                     CV = 9'b00000_0100;               
                     end 
             default : begin  
                       CV = 9'b00000_0000;
                       end        
                    endcase 
                    end        
endmodule
`timescale 1ns / 1ps
module DATA_PATH(
i_clk , load_B , load_ACC, load_A , clr_ACC_reg, sel_SUM , shift_A_reg, data_in ,
 out_ACC_reg , out_A_reg , out_B_reg, Lsb_out , Msb_out, A_out 
    );
input i_clk ;
input load_B ;
input load_ACC ;
input load_A ;
input sel_SUM ;
input clr_ACC_reg ;
input shift_A_reg ;
input  Lsb_out , Msb_out ;
input [8-1:0] data_in ;
output [8-1:0] out_ACC_reg ;    
output [8-1:0] out_A_reg ;        
output [8-1:0] out_B_reg ;      
 output A_out ;                  
wire [8-1:0] shift_ADD ;
wire [8-1:0] SUM ;
wire cout;
assign A_out = out_A_reg[0] ;
REG_A    A1 (i_clk ,  load_A  , shift_A_reg ,shift_ADD[0], data_in , out_A_reg  );
REG_ACC   ACCUM (clr_ACC_reg , i_clk , load_ACC ,shift_ADD , cout , sel_SUM , out_ACC_reg );
REG_B      B1 (i_clk , load_B  , data_in , out_B_reg  );
MUX_ACC    M1 ( out_ACC_reg ,SUM , shift_ADD , sel_SUM );
ADD_B_ACC  ADDER (out_B_reg , out_ACC_reg , SUM , cout  );
endmodule
`timescale 1ns / 1ps
module MUX_ACC(
in_1 , in_2 , out_M , sel_M );
input [8-1:0] in_1 , in_2 ;
input sel_M ;
output [8-1:0] out_M ;
assign out_M = sel_M ? in_2 :in_1 ;
endmodule
`timescale 1ns / 1ps
module REG_A(
i_clk ,  ld_A  , shift_A ,s_in, d_in_2 , out_A
    );
input i_clk ;
input ld_A ;
input shift_A ;
input [8-1:0] d_in_2 ;
output reg [8-1:0] out_A ;
input s_in ;
always @ (posedge i_clk) 
begin
     if (ld_A==1'b1  )
        begin 
          out_A <= d_in_2   ;   
          end
        else if (shift_A)
          begin
            out_A <= {s_in , out_A[7:1] } ;   
             end
           else
            begin
             out_A <= out_A ;
              end             
              end           
endmodule
`timescale 1ns / 1ps
module REG_ACC(
clr_ACC , i_clk , ld_ACC ,d_in_3, co , sel_sum , out_ACC
    );
input i_clk ;
input clr_ACC ;
input ld_ACC;
input [8-1:0] d_in_3 ;
output reg [8-1:0] out_ACC ;
input co , sel_sum ;
always @ (posedge i_clk ) 
 begin
  if (clr_ACC)
   begin
    out_ACC <= 4'b0000;
    end
     else if (ld_ACC)
       begin
      out_ACC <= {co&sel_sum , d_in_3[7:1]} ;    
      end
       else
        begin
         out_ACC <= out_ACC ;
          end
           end
endmodule
`timescale 1ns / 1ps
module REG_B(
i_clk , ld_B  , d_in_1 , out_B
    );
input i_clk ;
input ld_B ;
input [8-1:0] d_in_1 ;
output reg [8-1:0] out_B ;
always @ (posedge i_clk) 
begin
     if (ld_B==1'b1)
        begin
          out_B <= d_in_1 ;
          end
        else
          begin
            out_B <= out_B  ;
             end
              end           
endmodule
`timescale 1ns / 1ps
module TOP_Data_control(
i_clk ,
data_input  ,
start ,
out_ACC_reg , 
out_A_reg ,
out_B_reg ,
A_out , 
p_STATE  ,
done);
input i_clk ;
input start ;
input [8-1:0] data_input ;
output [8-1:0] out_ACC_reg ;
output [8-1:0] out_A_reg ;
output [8-1:0] out_B_reg ;
output [4-1:0] p_STATE ;
output A_out ;
output done ;
DATA_PATH DA(
i_clk ,
load_B ,
load_ACC,
load_A ,
clr_ACC_reg,
sel_SUM ,
shift_A_reg,
data_input ,
out_ACC_reg ,
out_A_reg , 
out_B_reg,
Lsb_out ,
Msb_out,
A_out  );
Controller CU(
i_clk  , 
load_ACC ,
load_B , 
load_A ,
shift_A_reg , 
clr_ACC_reg ,
Lsb_out  , 
Msb_out,
sel_SUM ,
A_out, 
start ,
done , 
p_STATE);
endmodule
```
==> flow_metrics.py <==
# Physical implementation metrics
metrics = {
    "synthesis": {
        "synth_area_mm2": 0.00162,
        "yosys_register_bits": 28,
        "ys_area_mm2": 0.00162,
        "ys_warn_count": 12,
        "synthCells": 173,
        "synthDistinctLibCells": 41,
        "synth-main-ff-cell": "edfxtp_1",
        "ys_cells": 173,
        "async_reset_ff_share_pct": 0,
        "edf_count": 16,
        "avgSynthCellArea_um2": 9.38,
        "yosysSeqAreaShare_pct": 44.4,
    },
    "final_timing": {
        "finalCriticalPeriod_ns": 2.36,
        "rsz0062_at_grt": "false",
        "slew-limit-headroom_pct": 55.4,
        "final.setup.tns_ns": 0,
        "finalClockPeriodUsage_pct": 87.3,
        "finalHoldViolCount": 0,
        "fin_skew_ns": 0.00554,
        "setup_viol": 0,
        "worst_pin_slew_ns": 0.653,
        "maxSlewViolCount": 0,
        "clock.fmax_mhz": 424,
    },
    "drt": {
        "n_antenna_cell": 0,
        "num_vias": 1376,
        "drt_pass1_iterations": 4,
        "ant_nets": 0,
        "wl_um": 4090,
        "drc": 0,
        "routedWlPerCell_um": 13.1,
        "vias_per_cell": 4.41,
        "drt-initial-drc-count": 78,
    },
    "clock_tree": {
        "cts_buffers": 3,
        "cts_resized": 0,
        "clkSlewWorstSetupHoldPaths_ns": 0.10,
        "hold_buffers": 0,
        "post-cts-setup-buffers": 0,
        "cts_root_buf": "clkbuf_8",
        "ctsLongestPathBuffers": 2,
        "cts_tree": "yes",
        "h-tree-depth": 1,
        "clock_sinks": 28,
        "clk_latency_ns": 0.28,
    },
    "critical_path": {
        "cp_data_arrival_time_ns": 1.82,
        "crit_required_ns": 2.16,
        "critPathKind": "reg -> out",
        "startpoint_type": "flop",
        "regToRegSetupSlack_ns": 0.67,
        "endpoint_kind": "output port",
        "cp_max_fo": 7,
    },
    "floorplanning": {
        "rows": 32,
        "die_area_mm2": 0.0117,
        "io_pins": 40,
        "dieHeight_um": 108,
        "fp.dieW_um": 108,
        "fp_util_pct": 21.2,
        "core_area_mm2": 0.00765,
    },
    "placement": {
        "hpwl_um": 3120,
        "io_buffers": 39,
        "placed_area_mm2": 0.00212,
        "place_congestion": 0.849,
    },
    "global_route": {
        "grt_util_all_layers_pct": 6.92,
        "grt_pass1_wl_um": 6580,
        "grt_pass1_vias": 1334,
        "grt_max_degree": 17,
        "antenna_found_initial": 0,
        "grt-ovfl-total": 0,
    },
    "power_and_ir_drop": {
        "p_seq_share_pct": 32.2,
        "p_int_uw": 1690,
        "swShare_pct": 40.7,
        "p_leak_uw": 0.000866,
        "comb_power_share_pct": 59.4,
        "p_clk_share_pct": 8.5,
        "ir_worst_vdd_v": 0.000560,
        "total_power_uw": 2860,
        "switchingPower_uw": 1160,
        "power_density_mw_per_mm2": 1320,
    },
    "cells_and_area": {
        "syn2layout_area_growth_pct": 33.4,
        "drive_above_1_share_pct": 4.29,
        "fin_area_mm2": 0.00216,
    },
    "run_status": {
        "status": "complete, no violations",
    },
    "flow_run": {
        "tool_warnings": 28,
        "max_cap_viol_count": 0,
    },
    "min_path": {
        "worstHoldPathType": "reg -> reg",
    },
}
## power by group through the flow
stage	Sequential (µW)	Clock (µW)	Combinational, µW
6_report	919	242	1690
5_1_grt	954	263	1930
4_1_cts	925	248	1720
## worst max-delay path, cell delays in order, from the launching register on
cell and delay (ns):
dfxtp_1 0.37, inv_1 0.12, ha_1 0.29, inv_1 0.08
nor4_1 0.17, clkdlybuf4s50_1 0.52
## placed cells by master (no fill, tap or decap), types with 2 or more instances in the layout
cell type | netlist | layout
clkdlybuf4s50_1 | 0 | 39
nand2_1 | 25 | 25
edfxtp_1 | 16 | 16
nor2_1 | 14 | 14
o21ai_0 | 14 | 14
dfxtp_1 | 12 | 12
inv_1 | 12 | 12
ha_1 | 12 | 12
a21oi_1 | 10 | 10
mux2i_1 | 6 | 6
o211ai_1 | 4 | 4
a211oi_1 | 3 | 3
clkbuf_8 | 0 | 3
nand3_1 | 2 | 2
xnor2_1 | 2 | 2
nor4_1 | 2 | 2
and3_1 | 2 | 2
o21bai_1 | 2 | 2
nand2b_1 | 2 | 2
o21a_1 | 2 | 2
a31oi_1 | 2 | 2
a21o_1 | 2 | 2
nand4_1 | 2 | 2
buf_4 | 1 | 2
## kinds of logic after synthesis
family,share of synthesized area [%]
AND-OR/OR-AND,20.0
flip-flops,44.4
buffers and inverters,5.01
adder cells (fa/ha/maj),10.5
XOR/XNOR,1.08
multiplexers,3.70
AND/OR/NAND/NOR,15.3
## synthesized netlist by cell type (2+ instances only)
| library cell | instances | area, µm² |
|---|---|---|
| a31oi_1 | 2 | 12.5 |
| a211oi_1 | 3 | 22.5 |
| clkbuf_1 | 5 | 18.8 |
| a21oi_1 | 10 | 50.1 |
| nor2_1 | 14 | 52.6 |
| o21bai_1 | 2 | 15.0 |
| inv_1 | 12 | 45.0 |
| nand4_1 | 2 | 12.5 |
| buf_2 | 2 | 10.0 |
| o21ai_0 | 14 | 70.1 |
| o211ai_1 | 4 | 30.0 |
| o21a_1 | 2 | 15.0 |
| edfxtp_1 | 16 | 480 |
| nor4_1 | 2 | 12.5 |
| dfxtp_1 | 12 | 240 |
| xnor2_1 | 2 | 17.5 |
| nand2_1 | 25 | 93.8 |
| ha_1 | 12 | 150 |
| mux2i_1 | 6 | 60.1 |
| and3_1 | 2 | 12.5 |
| nand2b_1 | 2 | 12.5 |
| a21o_1 | 2 | 15.0 |
| nand3_1 | 2 | 10.0 |
## final cells by class
class / count / area [µm²]
Inverter: 12 / 45.0
Sequential cell: 28 / 721
Tap cell: 102 / 128
Clock inverter: 1 / 3.75
Clock buffer: 3 / 41.3
Multi-Input combinational cell: 125 / 821
Fill cell: 794 / 5480
Timing Repair Buffer: 41 / 405
## metal layers
| metal | up-vias | wire, µm | global-route usage (%) |
|---|---|---|---|
| li1 | 693 | - | - |
| met1 | 653 | 1830 | 8.97 |
| met2 | 24 | 2000 | 11.6 |
| met3 | 6 | 202 | 1.87 |
| met4 | 0 | 60 | 1.15 |
| met5 | - | 0 | 0 |
## path summary, 6_finish.rpt
check / cells past startpoint / start / endpoint
worst min register to register: 2 / DA.ACCUM.out_ACC[1] / DA.ACCUM.out_ACC[1]
worst max-delay path: 5 / CU.p_STATE[0] / done
worst max register to register: 6 / DA.B1.out_B[5] / DA.ACCUM.out_ACC[6]
worst min-delay path: 2 / DA.ACCUM.out_ACC[1] / DA.ACCUM.out_ACC[1]
## stage by stage
| step | worst slack (ns) | utilization (%) | cells | hold WS (ns) |
|---|---|---|---|---|
| 6_report | 0.344 | 28.3 | 312 | 0.562 |
| 2_1_floorplan | 0.868 | - | 173 | 0.489 |
| 3_5_place_dp | 0.423 | 27.7 | 308 | 0.533 |
| 3_3_place_gp | 0.437 | 27.7 | 308 | 0.546 |
| 4_1_cts | 0.331 | 28.3 | 312 | 0.562 |
| 5_1_grt | 0.160 | 28.3 | 312 | 0.589 |
Power is estimated from default activity; no workload was simulated.
